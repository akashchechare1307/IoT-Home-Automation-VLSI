$ cat /design/flow/config.mk
export PLATFORM = sky130hd
export DESIGN_NAME = home_automation_top
export DESIGN_NICKNAME = home_automation_top
export VERILOG_FILES = /design/flow/design.v
export SDC_FILE = /design/flow/constraint.sdc
export NUM_CORES = 4
export LEC_CHECK = 1
export CORE_AREA = 10 10 114 114
export DIE_AREA = 0 0 124 124
$ cat /design/flow/constraint.sdc
current_design home_automation_top

set clk_period 2.6
set clk_io_pct 0.2

create_clock -name clk0 -period $clk_period [get_ports {clk}]

set non_clock_inputs [all_inputs -no_clocks]
set_input_delay [expr $clk_period * $clk_io_pct] -clock clk0 $non_clock_inputs
set_output_delay [expr $clk_period * $clk_io_pct] -clock clk0 [all_outputs]
$ cat /design/flow/design.v
module home_automation_top (
    input clk,                     
    input rst_n,                   
    input [7:0] temp_sensor,       
    input [7:0] humidity_sensor,   
    input pir_motion,              
    input [9:0] ldr_light,         
    output reg light_ctrl,         
    output reg fan_ctrl,           
    output reg pump_ctrl,          
    output reg [7:0] led_display,  
    input rx_data,                 
    output tx_data,                
    output reg sys_ready           
);
    reg [7:0] temp_latch;          
    reg [7:0] humid_latch;         
    reg motion_detected;           
    reg [9:0] light_level;         
    reg [3:0] state;
    localparam IDLE = 4'b0000;
    localparam READ_SENSORS = 4'b0001;
    localparam PROCESS_DATA = 4'b0010;
    localparam UPDATE_ACTUATORS = 4'b0011;
    localparam READY = 4'b0100;
    localparam TEMP_HIGH = 8'd28;    
    localparam TEMP_LOW = 8'd24;     
    localparam LIGHT_THRESHOLD = 10'd500;   
    always @(posedge clk or negedge rst_n) begin
        if (!rst_n) begin
            state <= IDLE;
            temp_latch <= 8'b0;
            humid_latch <= 8'b0;
            motion_detected <= 1'b0;
            light_ctrl <= 1'b0;
            fan_ctrl <= 1'b0;
            pump_ctrl <= 1'b0;
            sys_ready <= 1'b0;
        end
        else begin
            case (state)
                IDLE: begin
                    sys_ready <= 1'b0;
                    state <= READ_SENSORS;
                end
                READ_SENSORS: begin
                    temp_latch <= temp_sensor;
                    humid_latch <= humidity_sensor;
                    motion_detected <= pir_motion;
                    light_level <= ldr_light;
                    state <= PROCESS_DATA;
                end
                PROCESS_DATA: begin
                    if (temp_latch > TEMP_HIGH)
                        fan_ctrl <= 1'b1;   
                    else if (temp_latch < TEMP_LOW)
                        fan_ctrl <= 1'b0;   
                    if (motion_detected && (light_level < LIGHT_THRESHOLD))
                        light_ctrl <= 1'b1;   
                    else if (!motion_detected)
                        light_ctrl <= 1'b0;   
                    led_display <= {motion_detected, 1'b0, temp_latch[5:0]};
                    state <= UPDATE_ACTUATORS;
                end
                UPDATE_ACTUATORS: begin
                    state <= READY;
                end
                READY: begin
                    sys_ready <= 1'b1;
                    state <= READ_SENSORS;   
                end
                default: state <= IDLE;
            endcase
        end
    end
endmodule
$ cat /design/flow/run.sh
#!/bin/bash
# OpenROAD 26Q1-2900-gdf79404cd8, Yosys 0.63+post, stock flow scripts
make -C /OpenROAD-flow-scripts/flow DESIGN_CONFIG=/design/flow/config.mk WORK_HOME=/design/flow/orfs finish
==> Slide: Implementation Results <==
Run Summary

Yosys
  – Distinct lib cells used: 20
  – Syn. warnings: 2
  – YS chip area: 1150 sq um
  – Mapped Avg Cell Area: ~18 sq um
  – Post-synth seq share: between 70% and 80%
  – Cells after synthesis: 64
  – Ys cells: ~64
  – Yosys reg bits: 32
  – Netlist Area Pre-Place: between 1000 and 1500 sq um

Critical path
  – Arr. time, crit path: between 1.5 and 2 ns
  – Worst R2R Setup Slack: around 1.2 ns
  – CP startpoint kind: input pin
  – Reg2reg start: state[3]
  – Reg2reg end: light_level[3]
  – Worst EP required: 2.54 ns
  – CP max stage cell: clkdlybuf4s50_1
  – Crit path cell chain: clkdlybuf4s50_1, and2_1
  – Crit path largest cell delay: between 0.6 and 0.7 ns
  – Critical Path End Type: flip-flop
  – CP Class: in2reg
  – R2R depth: 1
  – Crit Path Max Fanout: 9
  – CP Buf/Inv Count: 1
  – Top delay family on crit path: buffers and inverters

Clocking
  – Root Buffer Master: clkbuf_8
  – Buffer count from post-CTS setup fixing: 0
  – Insertion Delay late pin: roughly 0.27 ns
  – Buffers from clock root to sink, at most: 2
  – Num CTS Buffers: 5
  – Reg clk slew, reported paths: 0.06 ns
  – CTS tree: built
  – Hold buffers post-CTS: 0
  – CTS resizes: 0
  – H-tree depth: 2
  – CTS Sinks: 32

Pwr
  – Net Sw Frac: 18.8%
  – Sequential power share: between 50% and 60%
  – Power share of the clock group: between 30% and 40%
  – Internal: ~0.84 mW
  – Leakage: ~0.64 nW
  – Tot Pwr: approximately 1.0 mW
  – Pwr per Cell Area: approximately 620 nW/um^2
  – NetSw: 0.195 mW
  – Combinational Power Share: approximately 6.7%
  – VDD IR max: roughly 280 uV

Final timing
  – Tmin final: 1.66 ns
  – Clock skew: 0.00328 ns
  – Rel. slew slack: between 50% and 60%
  – RSZ-0062 raised after global routing: false
  – Worst Hold Slack: approximately 0.35 ns
  – Setup violators final: 0
  – Fin. max-slew vios: 0
  – Post-route setup slack: about 0.94 ns
  – Period utilisation layout: 63.8%
  – Post-Route Setup TNS: 0 ns
  – Hold Fails Final Rpt: 0
  – Fmax: about 600 MHz
  – Actual slew at the worst max-slew pin: between 0.6 and 0.7 ns

GRT
  – Gr usage total: approximately 2.9%
  – Initial antenna violation count: 0
  – Vias in the first global route: ~630
  – Wire length of the first global-routing pass: 3.42 mm
  – Total gr overflow: 0
  – Largest net degree at the start of global routing: 12

Run
  – Max-cap violation count: 0
  – Tool warnings: 36

Routing
  – Highest routed layer: met3
  – Routed wire per std cell: slightly below 10 microns
  – TritonRoute pass-1 iters: 3
  – Number of remaining DRC errors: 0
  – Antenna cells: 0
  – Via count: between 600 and 700
  – Routed WL: 2.29 mm
  – Routed vias/inst: 2.59
  – Met1 WL: ~1.2 mm
  – Post-DRT Antenna Nets: 0
  – Met3 Wirelength: roughly 300 microns
  – Met2 wire len: 797 microns
  – Initial DRC Count: 16

Cells and area
  – Fin cells: around 240
  – Final Core Density: between 15 and 20%
  – Share of layout cells above drive strength 1: 20.2%
  – Fill count: 1,138
  – Top cell excl fill/tap: clkdlybuf4s50_1
  – Final instance area: roughly 1700 sq um
  – Area growth from synthesis to layout: 46.2%
  – Most frequent logic cells in the routed design: clkdlybuf4s50_1 (28), dfrtp_1 (16), edfxtp_1 (15)

Placed design
  – Placed insts: between 200 and 250
  – DP Area: around 1600 sq um
  – Final HPWL DP: ~1.8 mm
  – Pre-CTS setup slack: about 0.62 ns
  – Port Buf Inserts: 28
  – Placer Congestion: around 0.77

Run status
  – Status: complete, no violations

Die
  – Floorplan core density: between 10% and 20%
  – Num rows: 37
  – DIE HEIGHT: between 100 and 150 microns
  – Die width: around 120 microns
  – Top-level port count: roughly 43
  – Die area: 15,400 sq um
  – Core Box Area: 10,400 sq um

Hold path
  – Hold path cells: 0
  – Hold wc startpoint: state[4]
  – HP Class: reg2reg
  – Min-Delay Endpoint: state[1]
## routing by layer
metal	track usage [%]	up-vias
li1	-	294
met1	4.56	280
met2	3.31	34
met3	1.93	0
met4	0.360	0
met5	0	-
## power by group through the flow
| stage | sequential [mW] | combinational, mW | clock, mW |
|---|---|---|---|
| after CTS | 0.568 | 0.0721 | 0.410 |
| after global routing | 0.570 | 0.0770 | 0.439 |
| final | 0.568 | 0.0700 | 0.399 |
## registers in the layout, summed over array words and instances (netlist names)
name             cells
motion_detected      1
temp_latch           8
light_level          8
led_display          7
sys_ready            1
fan_ctrl             1
light_ctrl           1
state                5
## cell usage after synthesis
cell / instances / area, sq um
inv_1: 2 / 7.51
a21o_1: 1 / 7.51
dfstp_2: 1 / 26.3
or2_2: 1 / 6.26
conb_1: 1 / 3.75
and2_2: 1 / 7.51
dfrtp_1: 16 / 400
nand4_1: 1 / 6.26
nand3b_1: 1 / 7.51
buf_4: 3 / 22.5
o2111ai_1: 1 / 8.76
nor2_1: 1 / 3.75
mux2_4: 9 / 135
buf_6: 1 / 11.3
o21ai_0: 3 / 15.0
nand2_1: 3 / 11.3
and2_1: 1 / 6.26
nor3_1: 1 / 5.00
a22o_1: 1 / 8.76
edfxtp_1: 15 / 450
## kinds of logic (layout without fill, tap and decap cells)
| group | Yosys count | after routing | synth area share, % |
|---|---|---|---|
| flip-flops | 32 | 32 | 76.2 |
| AND/OR/NAND/NOR | 10 | 10 | 4.67 |
| multiplexers | 9 | 9 | 11.7 |
| AND-OR/OR-AND | 6 | 6 | 3.48 |
| buffers and inverters | 6 | 38 | 3.59 |
| other | 1 | 4 | 0.326 |
## cell type report
| cell class | instances | area (sq um) | share of cell area, % |
|---|---|---|---|
| repair buffers | 29 | 288 | 17.1 |
| inverters | 2 | 7.51 | 0.446 |
| well taps | 136 | 170 | 10.1 |
| multi-input cells | 29 | 244 | 14.5 |
| flip-flops and latches | 32 | 877 | 52.1 |
| clock buffers | 7 | 96.3 | 5.72 |
## worst max-delay path by stage
stage                 to  depth (start not counted)  start
5_1_grt   led_display[4]                          2  rst_n
4_1_cts   led_display[3]                          2  rst_n
6_report  led_display[4]                          2  rst_n
Power is estimated from default activity; no workload was simulated.
